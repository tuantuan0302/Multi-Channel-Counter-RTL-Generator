## design/flow/design.v

```verilog
module reg_rw(
clk,
xrst,
cs,
rw,
addr,
wdata,
rdata,
en8_0,
ld8_0,
val8_0,
cnt8_0,
en8_1,
ld8_1,
val8_1,
cnt8_1,
en8_2,
ld8_2,
val8_2,
cnt8_2,
en8_3,
ld8_3,
val8_3,
cnt8_3,
en8_4,
ld8_4,
val8_4,
cnt8_4,
en8_5,
ld8_5,
val8_5,
cnt8_5,
en32_0,
cnt32_0,
en32_1,
cnt32_1,
en32_2,
cnt32_2,
en32_3,
cnt32_3
);
input	clk;
input	xrst;
input	cs;
input	rw;
input	[7:0]	addr;
input	[31:0]	wdata;
input	[7:0]	cnt8_0;
input	[7:0]	cnt8_1;
input	[7:0]	cnt8_2;
input	[7:0]	cnt8_3;
input	[7:0]	cnt8_4;
input	[7:0]	cnt8_5;
input	[31:0]	cnt32_0;
input	[31:0]	cnt32_1;
input	[31:0]	cnt32_2;
input	[31:0]	cnt32_3;
output	[31:0]	rdata;
output	en8_0;
output	ld8_0;
output	[7:0]	val8_0;
output	en8_1;
output	ld8_1;
output	[7:0]	val8_1;
output	en8_2;
output	ld8_2;
output	[7:0]	val8_2;
output	en8_3;
output	ld8_3;
output	[7:0]	val8_3;
output	en8_4;
output	ld8_4;
output	[7:0]	val8_4;
output	en8_5;
output	ld8_5;
output	[7:0]	val8_5;
output	en32_0;
output	en32_1;
output	en32_2;
output	en32_3;
reg	[31:0]	reg00;
reg	[31:0]	reg01;
reg	[31:0]	reg02;
reg	[31:0]	reg03;
reg	[31:0]	reg04;
wire	[31:0]	reg10;
wire	[31:0]	reg11;
wire	[31:0]	reg20;
wire	[31:0]	reg21;
wire	[31:0]	reg22;
wire	[31:0]	reg23;
wire	w00;
wire	w01;
wire	w02;
wire	w03;
wire	w04;
wire	r00;
wire	r01;
wire	r02;
wire	r03;
wire	r04;
wire	r10;
wire	r11;
wire	r20;
wire	r21;
wire	r22;
wire	r23;
assign	w00 = cs&rw&(addr==8'h00);
assign	w01 = cs&rw&(addr==8'h01);
assign	w02 = cs&rw&(addr==8'h02);
assign	w03 = cs&rw&(addr==8'h03);
assign	w04 = cs&rw&(addr==8'h04);
assign	r00 = cs&~rw&(addr==8'h00);
assign	r01 = cs&~rw&(addr==8'h01);
assign	r02 = cs&~rw&(addr==8'h02);
assign	r03 = cs&~rw&(addr==8'h03);
assign	r04 = cs&~rw&(addr==8'h04);
assign	r10 = cs&~rw&(addr==8'h10);
assign	r11 = cs&~rw&(addr==8'h11);
assign	r20 = cs&~rw&(addr==8'h20);
assign	r21 = cs&~rw&(addr==8'h21);
assign	r22 = cs&~rw&(addr==8'h22);
assign	r23 = cs&~rw&(addr==8'h23);
always @(posedge clk or negedge xrst)begin
	if(!xrst)begin
		reg00 <= 0;
		reg01 <= 0;
		reg02 <= 0;
		reg03 <= 0;
		reg04 <= 0;
	end
	else if(w00) reg00 <= {0,wdata[6-1:0]};
	else if(w01) reg01 <= {0,wdata[6-1:0]};
	else if(w02) reg02 <= {0,wdata[4-1:0]};
	else if(w03) reg03 <= {0,wdata[4*8-1:0]};
	else if(w04) reg04 <= {0,wdata[2*8-1:0]};
end
assign	en8_0 = reg00[0];
assign	ld8_0 = reg01[0];
assign	en8_1 = reg00[1];
assign	ld8_1 = reg01[1];
assign	en8_2 = reg00[2];
assign	ld8_2 = reg01[2];
assign	en8_3 = reg00[3];
assign	ld8_3 = reg01[3];
assign	en8_4 = reg00[4];
assign	ld8_4 = reg01[4];
assign	en8_5 = reg00[5];
assign	ld8_5 = reg01[5];
assign	en32_0 = reg02[0];
assign	en32_1 = reg02[1];
assign	en32_2 = reg02[2];
assign	en32_3 = reg02[3];
assign	{val8_3,val8_2,val8_1,val8_0}	= reg03[4*8-1:0];
assign	{val8_5,val8_4}	= reg04[2*8-1:0];
assign	reg10	= {0,cnt8_3,cnt8_2,cnt8_1,cnt8_0};
assign	reg11	= {0,cnt8_5,cnt8_4};
assign	reg20	= cnt32_0;
assign	reg21	= cnt32_1;
assign	reg22	= cnt32_2;
assign	reg23	= cnt32_3;
assign	rdata	= 
		  r00 ? reg00 :
		  r01 ? reg01 :
		  r02 ? reg02 :
		  r03 ? reg03 :
		  r04 ? reg04 :
		  r10 ? reg10 :
		  r11 ? reg11 :
		  r20 ? reg20 :
		  r21 ? reg21 :
		  r22 ? reg22 :
		  r23 ? reg23 :
			  0;
endmodule
```

## design/flow/run.sh

```bash
#!/bin/bash
# OpenROAD 26Q1-2900-gdf79404cd8, Yosys 0.63+post, stock flow scripts
make -C /OpenROAD-flow-scripts/flow DESIGN_CONFIG=/design/flow/config.mk WORK_HOME=/design/flow/orfs finish
```

## design/flow/config.mk

```make
export PLATFORM = sky130hd
export DESIGN_NAME = reg_rw
export DESIGN_NICKNAME = reg_rw
export VERILOG_FILES = /design/flow/design.v
export SDC_FILE = /design/flow/constraint.sdc
export NUM_CORES = 4
export LEC_CHECK = 1
export CORE_AREA = 10 10 204 204
export DIE_AREA = 0 0 214 214
```

## design/flow/constraint.sdc

```tcl
current_design reg_rw

set clk_period 11.7
set clk_io_pct 0.2

create_clock -name clk0 -period $clk_period [get_ports {clk}]

set non_clock_inputs [all_inputs -no_clocks]
set_input_delay [expr $clk_period * $clk_io_pct] -clock clk0 $non_clock_inputs
set_output_delay [expr $clk_period * $clk_io_pct] -clock clk0 [all_outputs]
```

==> results.ini <==
[routing]
vias=5266
wl_per_cell_microns=23.6
top_layer_used=met5
routed_wl_microns=29800
wl_met2_microns=13900
drt-met1-wl_microns=12000
avgViaCountPerCell=4.16
drc=0
ant_nets=0
drt_iter0_markers=273
met3_length_microns=2940
drtPass1Iterations=5

[floorplanning]
die_w_microns=214
std_cell_rows=71
core_area_sq_mm=0.0374
die_h_microns=214
fp_util_pct=12.2
ioPinCount=316
die_area_sq_mm=0.0458

[critical_path]
endpoint_kind=output port
path_cells=clkdlybuf4s50_1, or4_1, nor3_4, buf_4, a222oi_1, nor4_2, clkdlybuf4s50_1
slowest_stage=or4_1
crit_path_start_kind=primary input
critPathMaxStageDelay_ns=0.85
worstPathMaxFanout=19
path_common_cell=clkdlybuf4s50_1
worstSetupPathType=in2out
cp.arrival_ns=5.54
worstPathRequired_ns=9.36

[final_layout]
lay_top_count=clkdlybuf4s50_1
layout_top_cells=clkdlybuf4s50_1 (312), mux2_2 (65), dfrtp_1 (64)
design_area_sq_mm=0.00862
instances_no_fill=1266
drive_gt1_share_pct=16.9
area_growth_pct=88.8

[clock_network]
clk_pin_slew_worst_paths_ns=0.06
hold_buffers=0
clock_path_buffers=2
cts_tree=done
cts_resized=0
cts_buffers=9
clock_sinks=64
cts-root-buf=clkbuf_16
post_cts_buffers=0
clkLatencyLatePin_ns=0.34
h-tree-depth=3

[grt]
grt-ovfl-total=0
antenna_found_initial=7
grt_pass1_vias=5523
grt_pass1_wl_microns=42000
track_usage_pct=12.7
grt_max_degree=36

[sta]
fin_crit_sh_pct=67.4
layout_min_cycle_time_ns=7.88
drv_slew=0
setup_viol=0
clock_skew_ns=0
rsz0062_at_grt=false
max_freq_mhz=127
tightest_slew_ns=0.801
hold_viol_final=0
tns_ns=0
worst_slack_ns=3.82
relSlewSlack_pct=46.4

[logic_synthesis]
netlist_area_sq_mm=0.00457
synth.area.top_cells=dfrtp_1 (35%), mux2_2 (16%), a22o_1 (5.2%)
ys.flops=64
edf_count=0
top_cell_area_share_pct=35.1
syn_area_per_cell_sq_um=10.4
yosysCellCount=441
yosys_area_sq_mm=0.00457
synthDistinctLibCells=51
yosys_warnings=1
ys_seq_share_pct=35.1
synth-main-ff-cell=dfrtp_1
syn-instance-count=441
synthArstFlopShare_pct=100
top_area_cell=dfrtp_1

[pwr]
vdd_drop_max_v=0.0000696
p_leak_nw=3.27
p_per_area_mw_per_mm2=80.5

[place]
gp_congestion=0.947
dp.final_hpwl_microns=24300
dp_cells=1248
pre_cts_ws_ns=3.84
placed_area_sq_mm=0.00829
io_buffers=315

[flow_run]
warnings=25
max-cap-violations=0

[min_path]
hp-class=reg2reg

[outcome]
outcome=finished, final reports clean

[state kept, by name, indices dropped and copies added (netlist names)]
register and count:
reg04 16, reg00 6, reg03 32, reg01 6, reg02 4
[logic make-up (layout without fill, tap and decap cells)]
logic type / count (synthesis) / after routing / synth area share (%)
AOI/OAI and AO/OA: 156 / 156 / 25.0
and+or+nand+nor: 93 / 93 / 11.9
muxes: 85 / 85 / 23.2
DFF: 64 / 64 / 35.1
buffers and inverters: 42 / 354 / 4.63
xor gates and xnor gates: 1 / 1 / 0.192
other: 0 / 2 / 0
[critical path: cells and delay by family]
family,cells,cell delay (ns)
buf+inv,3,1.57
simple gates,3,1.46
compound gates,1,0.17
[synthesized netlist by cell type, types with 3 or more instances]
cell and n:
mux2_2 65, dfrtp_1 64, a22o_1 27, nand2_1 27, a221oi_1 26, a22oi_1 26, a21oi_1 22, o21ai_0 20
buf_2 16, nor2_1 15, clkbuf_1 10, mux4_2 10, o21ai_1 10, nand2b_1 9, mux2i_1 8, buf_4 7
nor2b_1 7, inv_1 6, nor3_1 6, and2_1 4, nor4_2 4, o22ai_1 4, a211oi_1 3, and3_1 3
nor2_4 3, nor3_2 3, o32a_1 3
[metrics by stage]
stage	hold slack, ns	utilization, %	power, mW
after floorplan	0.448	-	0.275
after global placement	0.498	22.2	0.391
after detailed placement	0.499	22.2	0.391
after CTS	0.517	23.0	0.712
after global routing	0.538	23.1	0.732
final	0.519	23.1	0.694
[power by group]
| group | switching, mW | internal [mW] | leakage, nW |
|---|---|---|---|
| clock network | 0.119 | 0.189 | 0.162 |
| logic | 0.0548 | 0.0975 | 2.21 |
| registers | 0.00606 | 0.227 | 0.889 |
| total | 0.180 | 0.514 | 3.27 |
[worst paths after layout]
kind	start	end	slack, ns	cells after the start
hold reg to reg	reg04[12]	reg04[12]	0.52	1
min in group asynchronous	xrst	reg03[23]	2.02	2
max in group asynchronous	xrst	reg00[2]	8.82	3
hold / removal	reg04[12]	reg04[12]	0.52	1
setup / recovery	addr[2]	rdata[6]	3.82	7
setup reg to reg	reg04[7]	reg04[7]	10.85	1
[final cells by class]
cell class	instances	area, sq um
fill	4033	28800
tap	511	639
clock buffer	9	225
clock inverter	7	103
sequential	64	1600
antenna	2	5.00
timing repair buffer	332	3270
inverter	6	22.5
multi-input combinational	335	2760
[metal layers]
metal,up-vias,track usage (%)
met4,10,3.17
met2,290,20.4
met5,-,0
li1,2374,-
met1,2549,15.5
met3,43,5.31
Power figures rest on the tool's default switching activity, not on a simulated workload.
